$ cat /design/flow/run.sh
#!/bin/bash
# OpenROAD 26Q1-2900-gdf79404cd8, Yosys 0.63+post, stock flow scripts
make -C /OpenROAD-flow-scripts/flow DESIGN_CONFIG=/design/flow/config.mk WORK_HOME=/design/flow/orfs finish
$ cat /design/flow/config.mk
export PLATFORM = sky130hd
export DESIGN_NAME = dsp_fir_folded
export DESIGN_NICKNAME = dsp_fir_folded
export VERILOG_FILES = /design/flow/design.v
export SDC_FILE = /design/flow/constraint.sdc
export NUM_CORES = 4
export LEC_CHECK = 1
export CORE_UTILIZATION = 50
$ cat /design/flow/constraint.sdc
current_design dsp_fir_folded

set clk_period 85.0
set clk_io_pct 0.2

create_clock -name clk0 -period $clk_period [get_ports {clk}]

set non_clock_inputs [all_inputs -no_clocks]
set_input_delay [expr $clk_period * $clk_io_pct] -clock clk0 $non_clock_inputs
set_output_delay [expr $clk_period * $clk_io_pct] -clock clk0 [all_outputs]
$ cat /design/flow/design.v
module dsp_fir_folded (
    input wire clk,
    input wire reset,               
    input wire conv_en,            
    input wire signed [23:0] audio_in,
    input wire signed [15:0] coeff_in, 
    input wire new_sample_trig,
    output reg signed [23:0] audio_out
);
    reg signed [23:0] audio_history [0:127];
    reg [6:0] write_ptr = 0;
    reg [6:0] read_ptr = 0;
    integer i;
    initial begin
        for (i=0; i<128; i=i+1) audio_history[i] = 0;
        accumulator = 0;
        audio_out = 0;
        pipe_valid_s1 = 0;
        pipe_valid_s2 = 0;
    end
    reg signed [47:0] accumulator;
    reg signed [23:0] pipe_audio_s1;
    reg pipe_valid_s1;
    reg signed [23:0] pipe_audio_s2;
    reg pipe_valid_s2;
    always @(posedge clk) begin
        if (reset) begin
            write_ptr <= 0;
            read_ptr <= 0;
            accumulator <= 0;
            audio_out <= 0;
            pipe_valid_s1 <= 0;
            pipe_valid_s2 <= 0;
            pipe_audio_s1 <= 0;
            pipe_audio_s2 <= 0;
        end
        else if (new_sample_trig) begin
            audio_out   <= accumulator[37:14];
            accumulator <= 0;
            audio_history[write_ptr] <= audio_in;
            read_ptr <= write_ptr;        
            write_ptr <= write_ptr + 1;
            pipe_valid_s1 <= 0;
            pipe_valid_s2 <= 0;
        end
        else begin
            if (conv_en) begin
                read_ptr <= read_ptr - 1; 
            end
            if (conv_en) begin
                pipe_audio_s1 <= audio_history[read_ptr];
                pipe_valid_s1 <= 1;
            end else begin
                pipe_valid_s1 <= 0;
            end
            pipe_audio_s2 <= pipe_audio_s1;
            pipe_valid_s2 <= pipe_valid_s1;
            if (pipe_valid_s2) begin
                accumulator <= accumulator + (pipe_audio_s2 * coeff_in);
            end
        end
    end
endmodule
==> results.sh <==
# source this file to load flow results
export IMPL_ys_cells=6702
export IMPL_drv_cap=0
export IMPL_status="finished, final reports clean"
export IMPL_cts_tree="yes"
export IMPL_cts_buffers=332
export IMPL_synth_edff_count=3072
export IMPL_post_place_ws_ns=60.63
export IMPL_clk_pin_slew_ns=0.06
export IMPL_warnings=26
export IMPL_drt_iter0_markers=3961
export IMPL_tightest_slew_ns=1.19
export IMPL_hpwl_um=196000
export IMPL_netSwitchingFraction=0.229
export IMPL_totalNegativeSetupSlack_ns=0
export IMPL_p_sw_mw=0.795
export IMPL_fmax_mhz=42.5
export IMPL_synth_cell_types=63
export IMPL_first_pass_iters=7
export IMPL_cts_max_level=5
export IMPL_slew_violations=0
export IMPL_setup_violations=0
export IMPL_critical_path_slowest_cell="clkinv_1"
export IMPL_ios=68
export IMPL_post_cts_buffers=0
export IMPL_core_area_um2=271000
export IMPL_intPower_mw=2.67
export IMPL_drive_gt1_frac=0.262
export IMPL_ys_warnings_count=1
export IMPL_cp_arrival_ns=24.32
export IMPL_path_buffers=5
export IMPL_powerDensity_nw_per_um2=22.6
export IMPL_rows=191
export IMPL_wire_per_inst_um=31.5
export IMPL_synth_chip_area_um2=136000
export IMPL_crit_top_cell="fa_1"
export IMPL_critPathTopFamily="adder cells"
export IMPL_topCellsByArea="edfxtp_1 68%, mux4_2 16%, fa_1 5.8%"
export IMPL_synthCells=6702
export IMPL_clk_path_buf_depth=4
export IMPL_cts_sinks=3198
export IMPL_cts_hold_buffers=0
export IMPL_cp_start_kind="primary input"
export IMPL_grt_busiest_layer="met2"
export IMPL_finalClockSkew_ns=0.0805
export IMPL_required_ns=85.77
export IMPL_relSlewSlack=0.186
export IMPL_p_clk_frac=0.407
export IMPL_rsz0062_at_grt="false"
export IMPL_post_route_period_util=0.277
export IMPL_grt_use_met1=0.386
export IMPL_gp_congestion=0.872
export IMPL_grt_pass1_wl_um=501000
export IMPL_synth_area_per_cell_um2=20.3
export IMPL_finalWorstPathRequiredPeriod_ns=23.55
export IMPL_wl_um=343000
export IMPL_hold_viol=0
export IMPL_viasPerCell=5.97
export IMPL_cts_resized=0
export IMPL_cp_max_fo=18
export IMPL_synth_seq_share=0.696
export IMPL_clk_latency_ns=0.95
export IMPL_port_buffers=67
export IMPL_use_met2=0.413
export IMPL_fp_dieW_um=524
export IMPL_drc_errors=0
export IMPL_ys_flops=3198
export IMPL_top_area_cell="edfxtp_1"
export IMPL_grt_pass1_vias=72954
export IMPL_ant_nets=0
export IMPL_antenna_found_initial=10
export IMPL_irDropWorstVdd_uv=16.4
export IMPL_ff_type="edfxtp_1"
export IMPL_power_frac_comb=0.093
export IMPL_syn_area_um2=136000
export IMPL_cp_end_kind="flip-flop"
export IMPL_overflow=0
export IMPL_initial_core_util=0.503
export IMPL_slowest_delay_ns=0.65
export IMPL_p_leak_nw=49.7
export IMPL_grt_usage=0.293
export IMPL_seqPwrFrac=0.500
export IMPL_postSynth_asyncResetShare=0
export IMPL_yosys_area_top_type_share=0.678
export IMPL_path_cells="clkdlybuf4s50_1, clkinv_1, nor2_1, fa_1, fa_1, fa_1, fa_1, fa_1, inv_1, fa_1, inv_1, ha_1, a2111oi_0, o21ai_0, a221oi_1, a31oi_1, buf_4, a211oi_1, o211ai_1, and4_1, o31a_1"
export IMPL_chipArea_um2=274000
export IMPL_grt_start_max_net_pins=95
export IMPL_crit_type="in -> reg"
export IMPL_setup_ws_ns=61.45
export IMPL_met3_usage=0.226
export IMPL_cts_root_buffer="clkbuf_16"
export IMPL_die_h_um=524
export IMPL_via_count=65020
export IMPL_synthToLayoutAreaGrowth_pct=12.7
export IMPL_hp_class="reg -> reg"
[synth_stat cells (30+ instances only)]
cell,count
a211oi_1,33
a21oi_1,64
and2_1,146
buf_2,80
clkbuf_1,202
dfxtp_1,126
edfxtp_1,3072
fa_1,396
ha_1,111
inv_1,463
mux2i_1,128
mux4_2,972
nand2_1,283
nor2_1,279
xnor2_1,30
[worst paths after layout]
path                                  from                           end  slack [ns]  cells past startpoint
max                           coeff_in[15]  accumulator[37]$_SDFFE_PP0P_       61.45                     21
min             audio_out[11]$_SDFFE_PP0P_    audio_out[11]$_SDFFE_PP0P_        0.49                      2
max reg2reg  pipe_audio_s2[8]$_SDFFE_PP0N_  accumulator[34]$_SDFFE_PP0P_       77.56                     20
min reg2reg     audio_out[11]$_SDFFE_PP0P_    audio_out[11]$_SDFFE_PP0P_        0.49                      2
[routing by layer]
layer | part of all wire | routed length [µm]
met1 | 0.31 | 108000
met2 | 0.47 | 162000
met3 | 0.18 | 62500
met4 | 0.029 | 9780
met5 | 0.0014 | 483
[worst reg2reg max path, cell delays in order, from the launching register on]
cell and delay, ns:
dfxtp_1 0.91, nand2_1 0.17, fa_1 0.53, fa_1 0.47
fa_1 0.52, fa_1 0.55, inv_1 0.05, fa_1 0.47
inv_1 0.05, fa_1 0.49, inv_1 0.04, ha_1 0.37
nand4_1 0.13, a211oi_1 0.06, nor3_1 0.73, a211oi_1 0.31
o2111a_1 0.37, o21ai_1 0.37, a311oi_1 0.18, or3_1 0.34
a41o_1 0.23
[through the flow]
step	util	instances	hold slack [ns]	total power, mW	cell area (µm²)
finish	0.566	10889	0.490	3.47	153000
global route	0.566	10889	0.510	3.58	153000
CTS	0.566	10884	0.497	3.50	153000
detailed placement	0.527	10290	0.483	2.09	143000
global placement	0.527	10290	0.470	2.09	143000
floorplan	-	6702	0.406	1.98	136000
[final cells by class]
cell class | instances | area (µm²)
antenna | 5 | 12.5
clock buffer | 403 | 8680
clock inverter | 191 | 1850
fill | 19540 | 117000
inverter | 464 | 1740
multi-input combinational | 2696 | 38900
sequential | 3198 | 94800
tap | 3570 | 4470
timing repair buffer | 362 | 2930
[logic make-up (layout without fill, tap and decap cells)]
logic type / count (synthesis) / after routing / synth area share
mux: 1110 / 1110 / 0.171
compound gates: 202 / 202 / 0.00963
flops: 3198 / 3198 / 0.696
fa+ha+maj: 507 / 507 / 0.0685
simple gates: 831 / 831 / 0.0275
other cells: 0 / 5 / 0
buf+inv: 808 / 1420 / 0.0240
xor+xnor: 46 / 46 / 0.00296
[cells in the final DEF (no fill, tap or decap), drive strengths merged, types with 23 or more instances in the layout]
cell,count
ha,111
nand3,28
and2,147
fa,396
clkdlybuf4s50,41
a211oi,33
edfxtp,3072
nor2,279
a21oi,64
buf,321
inv,477
clkbuf,403
dfxtp,126
clkinv,141
nand2,283
mux4,972
xnor2,30
o21ai,31
nor3,23
bufinv,27
mux2i,128
[registers in the layout (all words and copies together), names as in the netlist]
| signal | count |
|---|---|
| accumulator | 38 |
| audio_history | 3072 |
| audio_out | 24 |
| pipe_audio_s1 | 24 |
| pipe_audio_s2 | 24 |
| pipe_valid_s1 | 1 |
| pipe_valid_s2 | 1 |
| read_ptr | 7 |
| write_ptr | 7 |
[power by group through the flow]
stage | clock, mW | sequential (mW) | combinational [mW]
4_1_cts | 1.44 | 1.74 | 0.326
5_1_grt | 1.50 | 1.73 | 0.355
6_report | 1.41 | 1.74 | 0.321
Power figures rest on the tool's default switching activity, not on a simulated workload.
