--- /design/flow/run.sh ---
#!/bin/bash
# OpenROAD 26Q1-2900-gdf79404cd8, Yosys 0.63+post, stock flow scripts
make -C /OpenROAD-flow-scripts/flow DESIGN_CONFIG=/design/flow/config.mk WORK_HOME=/design/flow/orfs finish
--- /design/flow/config.mk ---
export PLATFORM = sky130hd
export DESIGN_NAME = hrtf_address_generator
export DESIGN_NICKNAME = hrtf_address_generator
export VERILOG_FILES = /design/flow/design.v
export SDC_FILE = /design/flow/constraint.sdc
export NUM_CORES = 4
export LEC_CHECK = 1
export CORE_AREA = 10 10 100 100
export DIE_AREA = 0 0 110 110
--- /design/flow/design.v ---
module hrtf_address_generator(
    input wire clk,
    input wire reset,                
    input wire start_trigger,        
    input wire [7:0] angle_index,   
    output reg [15:0] bram_addr,    
    output reg conv_en,             
    output reg conv_done             
);
    reg [7:0] tap_count;
    reg state;  
    always @(posedge clk) begin
        if (reset) begin
            state <= 0;
            tap_count <= 0;
            conv_en <= 0;
            conv_done <= 0;
            bram_addr <= 0;
        end
        else if (start_trigger && state == 0) begin
            state <= 1;
            tap_count <= 0;
            conv_en <= 1;    
            conv_done <= 0;
            bram_addr <= {1'b0, angle_index, 7'b0}; 
        end 
        else if (state == 1) begin
            bram_addr <= {1'b0, angle_index, 7'b0} + tap_count;
            if (tap_count == 127) begin
                state <= 0;
                conv_en <= 0;   
                conv_done <= 1;  
            end else begin
                tap_count <= tap_count + 1;
            end
        end 
        else begin
            conv_done <= 0;  
        end
    end
endmodule
--- /design/flow/constraint.sdc ---
current_design hrtf_address_generator

set clk_period 3.2
set clk_io_pct 0.2

create_clock -name clk0 -period $clk_period [get_ports {clk}]

set non_clock_inputs [all_inputs -no_clocks]
set_input_delay [expr $clk_period * $clk_io_pct] -clock clk0 $non_clock_inputs
set_output_delay [expr $clk_period * $clk_io_pct] -clock clk0 [all_outputs]
==> out/metrics.json <==
{
  "area.growth.synth_to_final": {"value": 34.7, "unit": "%"},
  "ant_nets": {"value": 0},
  "yosys.cell_types.count": {"value": 38},
  "worst_setup_hold_path_clk_slew": {"value": 0.09, "unit": "ns"},
  "syn_avg_cell_area": {"value": 9.59, "unit": "um^2"},
  "tritoncts": {"value": "done"},
  "swShare": {"value": 23.4, "unit": "%"},
  "report.power.total": {"value": 0.628, "unit": "mW"},
  "core_area": {"value": 7810, "unit": "um^2"},
  "via_per_inst": {"value": 3.96},
  "setup_tns": {"value": 0, "unit": "ns"},
  "cp_slowest_cell": {"value": "clkdlybuf4s50_1"},
  "grt_pass1_wl": {"value": 5.04, "unit": "mm"},
  "edf_count": {"value": 0},
  "cts_setup_buffers": {"value": 0},
  "placedCellCount": {"value": 259},
  "grt_start_max_net_pins": {"value": 23},
  "critPathArrivalTime": {"value": 2.23, "unit": "ns"},
  "timing.slew.headroom": {"value": 68.7, "unit": "%"},
  "final-hold-violation-count": {"value": 0},
  "die_height": {"value": 110, "unit": "um"},
  "clk_sinks": {"value": 27},
  "report.final.slew_viol_count": {"value": 0},
  "timing.critical_path.cells": {"value": "clkdlybuf4s50_1 -> ha_1 -> ha_1 -> nand4_1 -> or3_1 -> a31oi_1"},
  "rows": {"value": 32},
  "critical_path.top_delay_family": {"value": "simple AND/OR/NAND/NOR gates"},
  "chip_area_in_the_yosys_report": {"value": 1270, "unit": "um^2"},
  "setup.worst_path.end_class": {"value": "flip-flop"},
  "post-dp-hpwl": {"value": 2.37, "unit": "mm"},
  "chipWidth": {"value": 110, "unit": "um"},
  "netlist_instances": {"value": 133},
  "wirelength": {"value": 3.07, "unit": "mm"},
  "synth_seq_share": {"value": 42.4, "unit": "%"},
  "timing.setup.critical_path_class": {"value": "input pin to flip-flop"},
  "n_antenna_cell": {"value": 0},
  "post_route_cells_drive_above_1_share": {"value": 8.70, "unit": "%"},
  "fp_util": {"value": 16.3, "unit": "%"},
  "worst-endpoint-required": {"value": 3.40, "unit": "ns"},
  "cp.buffers_inverters": {"value": 1},
  "syn_area": {"value": 1270, "unit": "um^2"},
  "warnings": {"value": 25},
  "grt_pass1_vias": {"value": 1010},
  "finalCritPeriodShare": {"value": 63.3, "unit": "%"},
  "wl_per_cell": {"value": 11.7, "unit": "um"},
  "clock_skew": {"value": 0.00858, "unit": "ns"},
  "report.final.setup_viol": {"value": 0},
  "worst_setup_path_start_kind": {"value": "input pin"},
  "ioPinCount": {"value": 29},
  "p_switching": {"value": 0.147, "unit": "mW"},
  "clockRootBuffer": {"value": "clkbuf_8"},
  "worstHoldPathType": {"value": "flip-flop to flip-flop"},
  "detail_route.iter0.violations": {"value": 31},
  "max_slew.worst_pin.slew": {"value": 0.470, "unit": "ns"},
  "rr_worst_depth": {"value": 5},
  "weighted_congestion_reported_at_the_end_of_routability_driven_placement": {"value": 0.731},
  "worst_hold_path.num_cells": {"value": 2},
  "ys.warnings.count": {"value": 1},
  "post_synthesis_cell_count_from_yosys": {"value": 133},
  "asyncSetResetFlopFracSynth": {"value": 0, "unit": "%"},
  "crit_path_max_fo": {"value": 5},
  "power.leakage": {"value": 0.588, "unit": "nW"},
  "clock_insertion_delay_worst_skew": {"value": 0.27, "unit": "ns"},
  "status": {"value": "complete, no violations"},
  "detailedRoute.firstPassIterationCount": {"value": 4},
  "vias": {"value": 1042},
  "power_density": {"value": 365, "unit": "nW/um^2"},
  "postSynthRegisterBits": {"value": 27},
  "power.ir.vdd_worst": {"value": 0.151, "unit": "mV"},
  "p_comb_share": {"value": 13.2, "unit": "%"},
  "dominantRegCellSynth": {"value": "dfxtp_1"},
  "layout.cells.non_filler": {"value": 263},
  "chip_area": {"value": 12100, "unit": "um^2"},
  "sequentialPowerShare": {"value": 56.2, "unit": "%"},
  "numPortBuffers": {"value": 28},
  "global_route.usage.total": {"value": 5.14, "unit": "%"},
  "remaining_drc_errors": {"value": 0},
  "tritoncts.num_buffers": {"value": 3},
  "timing.fmax": {"value": 493, "unit": "MHz"},
  "post_cts_hold_buffer_count": {"value": 0},
  "cts.repair.resized": {"value": 0},
  "cpMostUsedCell": {"value": "ha_1"},
  "delay_of_the_slowest_cell_on_the_worst_path": {"value": 0.48, "unit": "ns"},
  "maxCapViolations": {"value": 0},
  "power_report.internal_total": {"value": 0.481, "unit": "mW"},
  "timing.critical_path.depth": {"value": 6},
  "layout_min_cycle_time": {"value": 2.03, "unit": "ns"},
  "clock_tree.buffer_depth": {"value": 2},
  "clock_power_share": {"value": 30.6, "unit": "%"},
  "cts.htree.levels": {"value": 1},
  "setup_repair_after_global_routing_missed_its_margin": {"value": "false"},
  "global_route.overflow_total": {"value": 0},
  "number_of_antenna_violations_at_the_first_check_in_global_routing": {"value": 0}
}
metrics by stage:
stage | hold WS, ns | worst slack (ns) | utilization (%) | area [um^2]
finish | 0.473 | 1.17 | 22.0 | 1720
global route | 0.499 | 1.07 | 22.0 | 1720
CTS | 0.476 | 1.17 | 22.0 | 1720
detailed placement | 0.463 | 0.883 | 21.4 | 1670
global placement | 0.463 | 0.910 | 21.4 | 1670
floorplan | 0.432 | 1.50 | - | 1270
kinds of logic (layout without fill, tap and decap cells):
kind of cell	count (synthesis)	after routing	share of synthesized area, %
AND/OR/NAND/NOR	55	55	26.2
flip-flops	27	27	42.4
AND-OR/OR-AND	24	24	12.7
multiplexers	16	16	12.8
buffers and inverters	7	35	2.35
adder cells (fa/ha/maj)	3	3	2.94
XOR/XNOR	1	1	0.687
synth_stat cells (2+ instances only):
cell type	n	area (um^2)
nand2b_1	2	12.5
clkbuf_1	3	11.3
mux2_2	2	22.5
a31oi_1	3	18.8
mux2i_1	14	140
nand2_1	7	26.3
buf_2	3	15.0
ha_1	3	37.5
o211ai_1	3	22.5
nand4_1	5	31.3
nand3_1	2	10.0
a21oi_1	7	35.0
a2bb2oi_1	2	17.5
a211oi_1	3	22.5
or3b_1	3	26.3
nand3b_1	6	45.0
nor2_1	11	41.3
nor3_1	2	10.0
or3_1	3	18.8
dfxtp_1	27	541
nor2b_1	2	12.5
nor3b_1	3	22.5
o21ai_0	2	10.0
layout by cell type (no fill, tap or decap), types with 2 or more instances in the layout:
| master | netlist | final |
|---|---|---|
| clkdlybuf4s50_1 | 0 | 28 |
| dfxtp_1 | 27 | 27 |
| mux2i_1 | 14 | 14 |
| nor2_1 | 11 | 11 |
| nand2_1 | 7 | 7 |
| a21oi_1 | 7 | 7 |
| nand3b_1 | 6 | 6 |
| nand4_1 | 5 | 5 |
| o211ai_1 | 3 | 3 |
| or3_1 | 3 | 3 |
| a31oi_1 | 3 | 3 |
| a211oi_1 | 3 | 3 |
| nor3b_1 | 3 | 3 |
| or3b_1 | 3 | 3 |
| ha_1 | 3 | 3 |
| clkbuf_8 | 0 | 3 |
| nand3_1 | 2 | 2 |
| a2bb2oi_1 | 2 | 2 |
| nor2b_1 | 2 | 2 |
| mux2_2 | 2 | 2 |
| nand2b_1 | 2 | 2 |
| nor3_1 | 2 | 2 |
| o21ai_0 | 2 | 2 |
| buf_4 | 0 | 2 |
registers in the layout, indices dropped and copies added, names as in the netlist:
signal / count
bram_addr: 16
tap_count: 8
conv_done: 1
conv_en: 1
state: 1
tightest hold or removal path, cell delays in order (launching register included):
cell and delay (ns):
dfxtp_1 0.32, nand2_1 0.05, a31oi_1 0.06
power groups by stage:
stage	sequential [mW]	clock, mW	combinational (mW)
CTS	0.353	0.203	0.0843
global route	0.354	0.213	0.0922
finish	0.353	0.192	0.0826
final cells by class:
type / instances / area, um^2
fill: 857 / 6090
clock buffer: 3 / 41.3
sequential: 27 / 541
inverter: 1 / 3.75
multi-input combinational: 99 / 704
tap: 102 / 128
timing repair buffer: 30 / 295
clock inverter: 1 / 5.00
per-layer routing:
metal	vias up	share of wire [%]	routed length (um)	global-route usage, %
met5	-	0	0	0
met4	0	1.0	32	0.558
met3	2	5.2	159	1.53
met2	17	46	1400	8.26
met1	472	48	1480	6.92
li1	551	-	-	-
path summary, 6_finish.rpt:
path,start,slack [ns],to
hold reg to reg,bram_addr[14],0.47,bram_addr[14]
hold / removal,bram_addr[14],0.47,bram_addr[14]
setup reg to reg,tap_count[7],1.55,bram_addr[13]
setup / recovery,angle_index[0],1.17,bram_addr[13]
Power is estimated from default activity; no workload was simulated.
