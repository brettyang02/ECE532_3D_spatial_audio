===== flow/run.sh =====
#!/bin/bash
# OpenROAD 26Q1-2900-gdf79404cd8, Yosys 0.63+post, stock flow scripts
make -C /OpenROAD-flow-scripts/flow DESIGN_CONFIG=/design/flow/config.mk WORK_HOME=/design/flow/orfs finish

===== flow/config.mk =====
export PLATFORM = sky130hd
export DESIGN_NAME = i2s_controller
export DESIGN_NICKNAME = i2s_controller
export VERILOG_FILES = /design/flow/design.v
export SDC_FILE = /design/flow/constraint.sdc
export NUM_CORES = 4
export LEC_CHECK = 1
export CORE_UTILIZATION = 30

===== flow/constraint.sdc =====
current_design i2s_controller

set clk_period 12.0
set clk_io_pct 0.2

create_clock -name clk0 -period $clk_period [get_ports {clk_audio}]

set non_clock_inputs [all_inputs -no_clocks]
set_input_delay [expr $clk_period * $clk_io_pct] -clock clk0 $non_clock_inputs
set_output_delay [expr $clk_period * $clk_io_pct] -clock clk0 [all_outputs]

===== flow/design.v =====
`timescale 1ns/1ps
module i2s_controller (
    input  wire        clk_audio,
    input  wire        reset,
    output wire        mclk,
    output reg         sclk,
    output reg         lrck,
    input  wire        sd_rx, 
    output reg         sd_tx, 
    output reg [23:0]  l_data_rx,
    output reg [23:0]  r_data_rx,
    input  wire [23:0] l_data_tx,
    input  wire [23:0] r_data_tx,
    output reg new_sample_pulse
);
    assign mclk = clk_audio;
    reg sd_rx_sync, sd_rx_pipe;
    always @(posedge clk_audio) begin
        sd_rx_sync <= sd_rx;
        sd_rx_pipe <= sd_rx_sync;
    end
    reg [2:0] div_cnt;
    always @(posedge clk_audio) begin
        if (reset) {div_cnt, sclk} <= 4'd0;
        else {sclk, div_cnt} <= {sclk, div_cnt} + 4'd1;
    end
    wire sclk_rise = (div_cnt == 3'd0 && sclk == 1'b1);
    wire sclk_fall = (div_cnt == 3'd0 && sclk == 1'b0);
    reg [5:0] bit_cnt;       
    reg [23:0] rx_shift;
    reg [23:0] tx_shift;
    always @(posedge clk_audio) begin
        new_sample_pulse <= 1'b0;
        if (reset) begin
            bit_cnt   <= 6'd0;
            lrck      <= 1'b0;
            sd_tx     <= 1'b0;
            l_data_rx <= 24'd0;
            r_data_rx <= 24'd0;
        end else begin
            if (sclk_rise) begin
                if (bit_cnt >= 6'd1 && bit_cnt <= 6'd24)
                    rx_shift <= {rx_shift[22:0], sd_rx_pipe};
                else if (bit_cnt >= 6'd33 && bit_cnt <= 6'd56)
                    rx_shift <= {rx_shift[22:0], sd_rx_pipe};
                if (bit_cnt == 6'd25) l_data_rx <= rx_shift;
                if (bit_cnt == 6'd57) begin
                    r_data_rx <= rx_shift;
                    new_sample_pulse <= 1'b1;
                end
            end
            if (sclk_fall) begin
                if (bit_cnt == 6'd63) begin
                    lrck <= 1'b0;
                    tx_shift <= l_data_tx;  
                end else if (bit_cnt == 6'd31) begin
                    lrck <= 1'b1;
                    tx_shift <= r_data_tx;  
                end
                if ((bit_cnt >= 6'd0 && bit_cnt <= 6'd23) || (bit_cnt >= 6'd32 && bit_cnt <= 6'd55)) begin
                    sd_tx <= tx_shift[23];
                    tx_shift <= {tx_shift[22:0], 1'b0};
                end else begin
                    sd_tx <= 1'b0;
                end
            end
            if (sclk_fall) begin
                bit_cnt <= bit_cnt + 6'd1;
            end
        end
    end
endmodule

==> results.yml <==
# flow metrics
worst_setup_path:
  cp.required_ns: 9.60
  crit_path_max_fanout: 2
  cp.depth: 3
  worstSetupEndpointType: "output port"
  crit_type: "clk2out"
  cpMaxStageDelayCell: "clkdlybuf4s50_1"
  cpLargestDelayFamily: "buffers and inverters"
  r2r_start: "div_cnt[0]"
  reg2reg_slack_ns: 9.84
  crit_top_cell: "clkbuf_16"
  crit_arrival_ns: 6.64
  crit_chain: "clkbuf_16 -> clkbuf_16 -> clkdlybuf4s50_1"
  crit_buf_inv: 3
  start_kind: "clock port"
  timing.rr.end: "tx_shift[11]"
  rr_worst_depth: 5
  cp_slowest_stage_delay_ns: 0.39
run:
  warnings: 29
  maxCapViolCount: 0
sta:
  skew_ns: 0.008270
  fin_setup_tns_ns: 0
  finalHoldViolCount: 0
  slew_headroom_pct: 50.32
  rsz0062_at_grt: "no"
  tightest_slew_ns: 0.7452
  drv_slew: 0
  worst_slack_ns: 2.964
  setup_violations: 0
route:
  num_antenna_cells: 0
  drt_iter0_markers: 201
  avgRoutedWirePerCell_um: 13.94
  viasPerCell: 4.647
  antenna_left: 0
  drc: 0
  first_pass_iters: 6
  routed_wl_um: 9826
  via_count: 3276
placed_design:
  pre_cts_slack_ns: 3.233
  hpwl_um: 6142
  port_buffers: 103
  gp_congestion: 0.7958
  dp.cells: 686
synth:
  ys_cells: 416
  async_flop_share_pct: 0
  topCellsByArea: "edfxtp_1 (31%), dfxtp_1 (27%), mux2i_1 (10%)"
  ys_seq_elements: 111
  ys_area_um2: 4636
  synth_area_um2: 4636
  synthCells: 416
  yosysWarnings: 1
  yosys.area.top_type: "edfxtp_1"
  ff_type: "dfxtp_1"
  synth_top_area_share_pct: 31.09
  synth.distinct_cells: 33
  ys_seq_share_pct: 58.30
  edf_count: 48
  syn_avg_cell_area_um2: 11.14
global_route:
  antenna_found_initial: 0
  overflow: 0
  grtUsageTotal_pct: 12.81
  grt_pass1_vias: 3214
  grt_pass1_wl_um: 15860
  grt_max_degree: 87
status:
  status: "finished, final reports clean"
cts:
  post-cts-setup-buffer-count: 0
  clkSlewWorstSetupHoldPaths_ns: 0.07
  cts_hold_buf: 0
  clkLatencyLatePin_ns: 0.46
  cts_tree: "done"
  cts_resized: 0
die:
  die_h_um: 126.3
  core_um2: 15150
  dieWidth_um: 126.3
  die-area_um2: 15950
  fp-utilization_pct: 30.61
  core.rowCount: 45
  io_pins: 104
hold_path:
  hold_depth: 0
  hold_start: "sd_rx_sync"
  holdPathEnd: "sd_rx_pipe"
  hp-class: "reg2reg"
power_and_ir_drop:
  max-vdd-ir-drop_mv: 0.08808
  power_density_nw_per_um2: 128.8
  leakagePower_uw: 0.002303
final_layout:
  lay_top_cells: "clkdlybuf4s50_1 (102), dfxtp_1 (63), o21ai_1 (55)"
  area_delta_synth_final_pct: 33.98
  drive_gt1_share_pct: 6.383
  layout_top_cell: "clkdlybuf4s50_1"
  fin_cells: 705
[state kept, by name, indices dropped and copies added (netlist names)]
register,flops
new_sample_pulse,1
r_data_rx,24
rx_shift,24
sd_tx,1
sd_rx_pipe,1
sclk,1
tx_shift,24
sd_rx_sync,1
lrck,1
div_cnt,3
bit_cnt,6
l_data_rx,24
[worst max path at each step]
| stage | start | endpoint | slack (ns) |
|---|---|---|---|
| final | clk_audio | mclk | 2.96 |
| after global routing | clk_audio | mclk | 2.95 |
| after CTS | clk_audio | mclk | 2.95 |
[cell usage after synthesis (2+ instances only)]
cell,instances
o21ai_0,19
buf_6,3
nand2_1,29
nand2b_1,48
nor2_1,7
or3_1,3
nor2b_1,25
clkbuf_1,19
edfxtp_1,48
xnor2_1,2
inv_1,5
mux2i_1,48
o31ai_1,2
a211oi_1,2
ha_1,5
or4_1,2
nand3_1,5
o21ai_1,55
dfxtp_1,63
buf_2,7
a21oi_1,7
[cell type report]
type,count,area [um^2]
Clock buffer,14,324.1
Clock inverter,6,50.05
Fill cell,1413,8935
Inverter,5,18.77
Multi-Input combinational cell,270,1797
Sequential cell,111,2703
Tap cell,188,235.2
Timing Repair Buffer,111,1084
[cells by family after synthesis]
kind of cell,after synthesis,share of synthesized area (%)
AND-OR/OR-AND,86,9.581
multiplexers,48,10.36
buffers and inverters,35,3.590
AND/OR/NAND/NOR,128,16.25
flip-flops,111,58.30
XOR/XNOR,3,0.5669
adder cells (fa/ha/maj),5,1.350
[layer usage]
metal	track usage [%]	share of wire [%]	up-vias
li1	-	-	1638
met1	19.15	49	1520
met2	18.62	41	109
met3	4.985	8.6	9
met4	1.984	1.4	0
met5	0	0	-
[stage by stage]
step	power [uW]	utilization, %	cell area (um^2)	hold slack, ns
3_3_place_gp	471.0	38.60	5847	0.3104
5_1_grt	832.1	41.01	6211	0.3353
6_report	800.2	41.01	6211	0.3316
3_5_place_dp	472.0	38.60	5847	0.3157
2_1_floorplan	444.9	-	4636	0.3096
4_1_cts	810.9	41.01	6211	0.3330
[power breakdown]
group	total, uW	switching, uW	internal (uW)
sequential	407	4.73	403
combinational	50.0	22.2	27.7
clock	343	146	197
Power figures rest on the tool's default switching activity, not on a simulated workload.
